==> flow/design.v <==
module RAM_(clk,rst_n,din,rx_valid,dout,tx_valid);
parameter MEM_DEPTH = 256;
parameter ADDR_SIZE = 8;
parameter DATA_WIDTH = 8;
input clk,rst_n,rx_valid;
input wire [9:0] din;
output reg [7:0] dout;
output reg tx_valid;
reg [DATA_WIDTH-1:0] mem [MEM_DEPTH-1:0];
reg [7:0] temp_address;
always @(posedge clk or negedge rst_n) begin
	if (~rst_n) 
		begin
			dout <= 'b0;
			tx_valid <= 0;
		end
	else begin
		case(din[9:8])
			'b00 : begin 
			if(rx_valid)
				temp_address <= din[7:0];
			tx_valid <= 0;
			end
			'b01 : begin 
			if(rx_valid)
				mem[temp_address] <= din[7:0];
			tx_valid <= 0; 
			end
			'b10 : begin
				temp_address <= din[7:0];
			end
			'b11 : begin
				 dout<= mem[temp_address]; 
				 tx_valid <= 1;
			end
		endcase
	end
end
endmodule
==> flow/run.sh <==
#!/bin/bash
# OpenROAD 26Q1-2900-gdf79404cd8, Yosys 0.63+post, stock flow scripts
make -C /OpenROAD-flow-scripts/flow DESIGN_CONFIG=/design/flow/config.mk WORK_HOME=/design/flow/orfs finish
==> flow/config.mk <==
export PLATFORM = sky130hd
export DESIGN_NAME = RAM_
export DESIGN_NICKNAME = RAM_
export VERILOG_FILES = /design/flow/design.v
export SDC_FILE = /design/flow/constraint.sdc
export NUM_CORES = 4
export LEC_CHECK = 1
export CORE_UTILIZATION = 30
==> flow/constraint.sdc <==
current_design RAM_

set clk_period 5.1
set clk_io_pct 0.2

create_clock -name clk0 -period $clk_period [get_ports {clk}]

set non_clock_inputs [all_inputs -no_clocks]
set_input_delay [expr $clk_period * $clk_io_pct] -clock clk0 $non_clock_inputs
set_output_delay [expr $clk_period * $clk_io_pct] -clock clk0 [all_outputs]
==> README.md <==
| Item | This run | Unit |
|---|---|---|
| Global-route wire length before repair | 530,000 | microns |
| Number of maximum-capacitance constraint violations | 2 | - |
| Final std cell area, no fill | 0.0937 | sq mm |
| Clock tree from TritonCTS | yes | - |
| Clk slew on worst S/H paths | 60 | ps |
| Setup ws final | -246 | ps |
| Detailed-route via count | 54,400 | - |
| Total grt overflow | 0 | - |
| Routed length per instance | 46.2 | microns |
| Resize count post-CTS | 0 | - |
| Number of sinks handled by clock tree synthesis | 2,065 | - |
| Late-Pin Clk Latency | 910 | ps |
| Gate Count Post-Synth | 4,814 | - |
| Outcome | finished, violations left | - |
| Unrepaired setup endpoints after global routing | false | - |
| Most frequent cells in the layout | 2,056 x sky130_fd_sc_hd__edfxtp_1, 527 x sky130_fd_sc_hd__a22oi_1, 508 x sky130_fd_sc_hd__buf_4, 406 x sky130_fd_sc_hd__nand3_1, 301 x sky130_fd_sc_hd__nor2_1 | - |
| Detailed Route WL | 409,000 | microns |
| Post-CTS setup-driven buffer insertion count | 0 | - |
| Async S/R FF share, synth | 0.436 | % |
| Port Buffers | 21 | - |
| Post-synth EDFFs | 2,056 | - |
| DP HPWL | 277,000 | microns |
| Required @ worst endpoint | 5880 | ps |
| Vias per cell | 6.13 | - |
| Actual slew at the worst max-slew pin | 1580 | ps |
| Largest voltage drop on the vdd net | 292 | uV |
| Initial antenna violation count | 42 | - |
| Netlist Area Pre-Place | 0.0783 | sq mm |
| Buffer depth of the longest clock path | 3 | - |
| DR pass1 iterations | 8 | - |
| Post-route antenna net violation count | 0 | - |
| H-tree lvl count | 4 | - |
| Area of the core | 0.259 | sq mm |
| Register area share after synthesis | 79.1 | % |
| Worst slew margin relative to its limit | -6.09 | % |
| Final standard cell count with taps included and fillers excluded | 8,872 | - |
| Ratio of cells with drive above 1 in the final layout | 17.6 | % |
| Post-synthesis to final-layout area growth | 19.7 | % |
| Drt initial violations | 5,724 | - |
| Post-Route Skew | 84.2 | ps |
| Die Y-Extent | 513 | microns |
| DRC viols | 0 | - |
| Worst endpoint data arrival time | 6130 | ps |
| Final worst-path cycle share | 105 | % |
| Number of register bits inferred by synthesis | 2,065 | - |
| Top logic cell by instance count in the layout | sky130_fd_sc_hd__edfxtp_1 | - |
| Number of global-route vias before repair | 55,300 | - |
| Max Slew Vio Count | 2 | - |
| Root Buffer Master | sky130_fd_sc_hd__clkbuf_16 | - |
| Share of the core filled by cells before placement | 30.2 | % |
| Maximum frequency from static timing analysis | 187 | MHz |
| Critical path fanouts, max | 56 | - |
| Ports placed on the boundary | 22 | - |
| Leakage power summed over all cells | 28.4 | nW |
| Number of rows in the core area | 187 | - |
| Overall chip area | 0.263 | sq mm |
| Placed cell count | 8,422 | - |
| Minimum clock period | 5350 | ps |
| Placed inst area | 0.0867 | sq mm |
| Final setup fails | 1 | - |
| Capturing element type of the critical path | register | - |
| Cell area power density | 383 | mW/mm^2 |
| Number of logged tool warnings | 36 | - |
| Critical setup path kind | reg2reg | - |
| Area of the synthesized netlist per yosys stat | 0.0783 | sq mm |
| Violations in the final reports | capacitance limit, slew limit, setup timing | - |
| Critical path startpoint category | register | - |
| CTS Buf Count | 216 | - |
| Layout filler cell count | 23,900 | - |
| Synth Warn # | 2 | - |
| Dominant Register Cell | sky130_fd_sc_hd__edfxtp_1 | - |
| Gp weighted congestion | 1.10 | - |
| Average instance area after synthesis | 16.3 | sq um |
| Netlist cell types | 51 | - |
| Yosys cell count | 4,814 | - |
| Min-Delay Path Class | in2async | - |
| Post-CTS Hold Fix Bufs | 0 | - |
| Total track usage | 33.2 | % |
| Chip Width | 513 | microns |
| Hold Fails Final Rpt | 0 | - |
| Maximum number of pins on one net before global-route repair | 111 | - |
==> worst max-delay path, cell delays in order, from the launching register on <==
cell and delay [ps]:
sky130_fd_sc_hd__edfxtp_1 1030, sky130_fd_sc_hd__buf_4 340, sky130_fd_sc_hd__nor4b_4 70, sky130_fd_sc_hd__buf_12 220, sky130_fd_sc_hd__buf_4 280, sky130_fd_sc_hd__nand3_1 80, sky130_fd_sc_hd__nand4_1 570, sky130_fd_sc_hd__nor4_1 1480
sky130_fd_sc_hd__nand4_1 560, sky130_fd_sc_hd__nor4_1 360, sky130_fd_sc_hd__a21oi_1 130
==> flip-flops by register name (all words and copies together), names as in the netlist <==
name and count:
mem 2048, dout 8, tx_valid 1, temp_address 8
==> metal layers <==
metal	up-vias	track usage, %	wire (microns)
li1	20800	-	-
met1	26800	31.8	116000
met2	5505	42.9	166000
met3	1189	33.2	92700
met4	90	19.4	31100
met5	-	12.2	3970
==> final cells by class <==
cell class / count / area [sq um] / area share [%]
flip-flops and latches: 2065 / 62000 / 66.1
multi-input cells: 2364 / 15100 / 16.2
clock buffers: 268 / 5640 / 6.02
clock inverters: 134 / 1270 / 1.36
diodes: 47 / 118 / 0.126
repair buffers: 592 / 5310 / 5.67
well taps: 3402 / 4260 / 4.54
==> final timing paths <==
check | startpoint | end | slack, ps | depth (start not counted)
worst max-delay path | temp_address[2] | dout[4] | -250 | 10
worst min-delay path | rst_n | dout[3] | 470 | 2
worst max register to register | temp_address[2] | dout[4] | -250 | 10
worst min register to register | tx_valid | tx_valid | 480 | 1
max in group asynchronous | rst_n | dout[7] | 4360 | 2
min in group clk0 | tx_valid | tx_valid | 480 | 1
==> synthesized netlist by cell type (all sizes together), types with 8 or more instances <==
library cell / n / area (sq um)
a32o: 10 / 100
nand2: 106 / 398
nor3: 62 / 310
nor4b: 9 / 91.3
nand4: 142 / 888
a2111oi: 12 / 105
o211ai: 13 / 97.6
dfrtp: 9 / 225
and4b: 10 / 104
a22oi: 528 / 3970
nand4bb: 11 / 124
nor4bb: 14 / 140
a21oi: 126 / 631
a221oi: 20 / 175
nor4: 87 / 544
buf: 236 / 1120
clkbuf: 149 / 559
and3: 36 / 225
a32oi: 126 / 1100
o21ai: 19 / 95.1
edfxtp: 2056 / 61700
nor2: 302 / 1130
a222oi: 14 / 140
nand4b: 8 / 70.1
nand3: 406 / 2030
o22ai: 160 / 1000
a22o: 51 / 447
or4: 26 / 195
and4: 10 / 87.6
or3: 11 / 68.8
==> power by group <==
group	switching [mW]	internal, mW
Combinational	1.27	0.340
Clock	6.83	8.72
Sequential	0.0795	18.7
Total	8.18	27.7
==> logic make-up after synthesis <==
kind of cell	synth area share, %
multiplexers	0.0128
flip-flops	79.1
buffers and inverters	2.14
AND/OR/NAND/NOR	8.42
AND-OR/OR-AND	10.3
==> per-stage QoR <==
stage	utilization, %	setup TNS (ps)	total power [mW]	hold slack [ps]	worst slack [ps]
6_report	36.1	-246	35.9	470	-246
5_1_grt	36.1	0	36.6	479	103
4_1_cts	36.1	0	35.9	437	282
3_5_place_dp	33.4	-15.9	20.6	474	-15.9
3_3_place_gp	33.4	-12.9	20.6	475	-12.9
2_1_floorplan	-	0	19.5	428	2030
No activity file was given, so power comes from the tool's default toggle rates.
